`/design/flow/config.mk`:
```
export PLATFORM = sky130hd
export DESIGN_NAME = auto_machine
export DESIGN_NICKNAME = auto_machine
export VERILOG_FILES = /design/flow/design.v
export SDC_FILE = /design/flow/constraint.sdc
export NUM_CORES = 4
export LEC_CHECK = 1
export CORE_AREA = 10 10 70 70
export DIE_AREA = 0 0 80 80
```
`/design/flow/constraint.sdc`:
```
current_design auto_machine

set clk_period 1.6
set clk_io_pct 0.2

create_clock -name clk0 -period $clk_period [get_ports {clk}]

set non_clock_inputs [all_inputs -no_clocks]
set_input_delay [expr $clk_period * $clk_io_pct] -clock clk0 $non_clock_inputs
set_output_delay [expr $clk_period * $clk_io_pct] -clock clk0 [all_outputs]
```
`/design/flow/design.v`:
```
`timescale 1ns / 1ps
`timescale 10ns / 1ps
module auto_machine(
  input clk,
  input reset,
  input door_close,
  input start,
  input filled,
  input detergent_added,
  input cycle_timeout,
  input drained,
  input spin_timeout,
  output reg door_lock,
  output reg motor_on,
  output reg fill_value_on,
  output reg drain_value_on,
  output reg done,
  output reg soap_wash,
  output reg water_wash
);
  parameter check_door = 3'b000;
  parameter fill_water = 3'b001;
  parameter add_detergent = 3'b010;
  parameter cycle = 3'b011;
  parameter drain_water = 3'b100;
  parameter spin = 3'b101;
  reg [2:0] current_state, next_state;
  always @(*) begin
    case (current_state)
      check_door: begin
        if (start == 1 && door_close == 1) begin
          next_state = fill_water;
          motor_on = 0;
          fill_value_on = 0;
          drain_value_on = 0;
          door_lock = 1;
          soap_wash = 0;
          water_wash = 0;
          done = 0;
        end else begin
          next_state = current_state;
          motor_on = 0;
          fill_value_on = 0;
          drain_value_on = 0;
          door_lock = 0;
          soap_wash = 0;
          water_wash = 0;
          done = 0;
        end
      end
      fill_water: begin
        if (filled == 1) begin
          if (soap_wash == 0) begin
            next_state = add_detergent;
            motor_on = 0;
            fill_value_on = 0;
            drain_value_on = 0;
            door_lock = 1;
            soap_wash = 1;
            water_wash = 0;
            done = 0;
          end else begin
            next_state = cycle;
            motor_on = 0;
            fill_value_on = 0;
            drain_value_on = 0;
            door_lock = 1;
            soap_wash = 1;
            water_wash = 1;
            done = 0;
          end
        end else begin
          next_state = current_state;
          motor_on = 0;
          fill_value_on = 1;
          drain_value_on = 0;
          door_lock = 1;
          done = 0;
        end
      end
      add_detergent: begin
        if (detergent_added == 1) begin
          next_state = cycle;
          motor_on = 0;
          fill_value_on = 0;
          drain_value_on = 0;
          door_lock = 1;
          soap_wash = 1;
          done = 0;
        end else begin
          next_state = current_state;
          motor_on = 0;
          fill_value_on = 0;
          drain_value_on = 0;
          door_lock = 1;
          soap_wash = 1;
          water_wash = 0;
          done = 0;
        end
      end
      cycle: begin
        if (cycle_timeout == 1) begin
          next_state = drain_water;
          motor_on = 0;
          fill_value_on = 0;
          drain_value_on = 0;
          door_lock = 1;
          done = 0;
        end else begin
          next_state = current_state;
          motor_on = 1;
          fill_value_on = 0;
          drain_value_on = 0;
          door_lock = 1;
          done = 0;
        end
      end
      drain_water: begin
        if (drained == 1) begin
          if (water_wash == 0) begin
            next_state = fill_water;
            motor_on = 0;
            fill_value_on = 0;
            drain_value_on = 0;
            door_lock = 1;
            soap_wash = 1;
            done = 0;
          end else begin
            next_state = spin;
            motor_on = 0;
            fill_value_on = 0;
            drain_value_on = 0;
            door_lock = 1;
            soap_wash = 1;
            water_wash = 1;
            done = 0;
          end
        end else begin
          next_state = current_state;
          motor_on = 0;
          fill_value_on = 0;
          drain_value_on = 1;
          door_lock = 1;
          soap_wash = 1;
          done = 0;
        end
      end
      spin: begin
        if (spin_timeout == 1) begin
          next_state = check_door;
          motor_on = 0;
          fill_value_on = 0;
          drain_value_on = 0;
          door_lock = 1;
          soap_wash = 1;
          water_wash = 1;
          done = 1;
        end else begin
          next_state = current_state;
          motor_on = 0;
          fill_value_on = 0;
          drain_value_on = 1;
          door_lock = 1;
          soap_wash = 1;
          water_wash = 1;
          done = 0;
        end
      end
      default: next_state = check_door;
    endcase
  end
  always @(posedge clk or posedge reset) begin
    if (reset)
      current_state <= check_door;
    else
      current_state <= next_state;
  end
endmodule
```
`/design/flow/run.sh`:
```
#!/bin/bash
# OpenROAD 26Q1-2900-gdf79404cd8, Yosys 0.63+post, stock flow scripts
make -C /OpenROAD-flow-scripts/flow DESIGN_CONFIG=/design/flow/config.mk WORK_HOME=/design/flow/orfs finish
```
==> impl_metrics.ini <==
; synthesis and place-and-route metrics
[pwr]
peakVddDrop_v = 0.000302
clock_power_share_pct = 13.6
power.density_nw_per_um2 = 1640
seqPwrFrac_pct = 48.5
p_comb_share_pct = 37.9
swShare_pct = 28.0
intPower_mw = 0.784
p_leak_nw = 0.307
power_switching_mw = 0.304

[floorplan]
coreArea_um2 = 3420
die_area_um2 = 6400
die_h_um = 80
die_x_um = 80
top_level_ports = 16
rows = 21
fp-utilization_pct = 12.6

[hold_path]
hold_class = primary input to async pin

[final_timing]
period_used_pct = 71.5
maxSlewHeadroom_pct = 72.5
hold_viol_final = 0
tns_ps = 0
grt_setup_unrepaired = no
fin_worst_skew_ps = 2.02
min_period_ps = 1140
untimed_endpoints = 14
max_clock_freq_mhz = 874
tightestPinTransition_ps = 409
setup_viol = 0
unclocked_pins = 7
slew_violations = 0

[grt]
overflow = 0
grt_first_pass_wirelength_um = 1950
grt_start_max_net_pins = 7
grt_pass1_vias = 425
grt_util_all_layers_pct = 3.89
grt-busiest-layer = met2
grt_antenna_before_repair = 0
globalRouteMet3Util_pct = 3.18
use_met2_pct = 5.54
met1_usage_pct = 4.61

[synth]
top_area_share_pct = 29.2
ys_ff = 13
synth_warnings = 2
topCellsByArea = dfrtp_1, dlxtn_1, nand2_1
syn_avg_cell_area_um2 = 9.75
synth_cell_types = 21
syn_inst = 44
synth_area_um2 = 429
ys_cells = 44
yosysTopAreaCell = dfrtp_1
yosysChipArea_um2 = 429

[placed_design]
numPortBuffers = 15
hpwl_um = 978
gp_congestion = 0.801
dpl_cell_area_um2 = 637

[setup_path]
crit_required_ps = 1720
critPathKind = primary input to flop
cp_num_buf_inv = 2
crit_chain = clkdlybuf4s50_1, nand2b_1, inv_1, a31oi_1, o21ai_0
crit_arrival_ps = 1260
end_kind = flop
max_stage_delay_ps = 480
cp_max_fo = 3
cp_top_family = buffers and inverters
slowest_stage = clkdlybuf4s50_1
start_kind = primary input

[detailed_routing]
totalWireLength_um = 1120
drtIter0Drc = 9
viasPerCell = 3.40
routedWlPerCell_um = 10.3
dr.pass1.iters = 4
ant_nets = 0
num_vias = 371
antennaDiodeCount = 0
drcViolationCount = 0

[clocking]
cts_root_buf = clkbuf_4
cts_tree = done
clk_pin_slew_worst_paths_ps = 50
post-cts-setup-buffer-count = 0
ctsHoldBuffers = 0
cts.htree.levels = 1
cts_made_buffers = 3
cts.repair.resized = 0
clk_latency_ps = 240
cts_buffer_depth = 2

[final_layout]
logic_area_um2 = 161
layout.cells.most_common_list = clkdlybuf4s50_1, nand2_1, dlxtn_1, dfrtp_1
fillers = 386
layout.area.seq_um2 = 256
fin_area_um2 = 663
drive_above_1_share_pct = 14.3
syn_to_final_growth_pct = 54.5
lay_top_count = clkdlybuf4s50_1

[job]
warnings = 25
drv_cap = 0

[status]
outcome = completed
## flip-flops by register name, indices dropped and copies added (netlist names)
signal	cells
door_lock	1
water_wash	1
current_state	6
done	1
fill_value_on	1
soap_wash	1
motor_on	1
drain_value_on	1
## synth_stat cells
master,count
a211o_2,1
a21o_1,1
a21oi_1,1
a221o_2,1
a31oi_1,1
and2_2,1
dfrtp_1,5
dfstp_2,1
dlxtn_1,7
inv_1,3
nand2_1,10
nand2b_1,2
nand3_1,2
nor2_1,1
nor2b_1,1
nor3_1,1
o21ai_0,1
o21ai_2,1
o22ai_1,1
or2b_1,1
or4_4,1
## worst reg2reg max path, delay by kind of cell, from the launching register on
| kind | cells | cell delay [ps] |
|---|---|---|
| flops | 1 | 420 |
| simple gates | 1 | 130 |
| buf+inv | 1 | 60 |
| compound gates | 2 | 250 |
## metal layers
| metal | vias up | share of wire [%] |
|---|---|---|
| li1 | 185 | - |
| met2 | 14 | 42 |
| met5 | - | 0 |
| met4 | 0 | 0.71 |
| met1 | 170 | 41 |
| met3 | 2 | 16 |
## area by class of cell
type	count	area share (%)
Timing Repair Buffer	15	22.6
Tap cell	46	8.68
Inverter	3	1.70
Clock buffer	4	3.96
Sequential cell	13	38.7
Multi-Input combinational cell	28	24.3
## kinds of logic (layout without fill, tap and decap cells)
group	Yosys count	in the layout	share of synthesized area [%]
latches	7	7	24.5
flops	6	6	35.3
compound gates	8	8	14.0
simple gates	20	20	23.6
buf+inv	3	22	2.62
## final timing paths
| path | from | to | slack [ps] | cells past startpoint |
|---|---|---|---|---|
| min reg2reg | current_state[0] | current_state[0] | 540 | 1 |
| max reg2reg | current_state[3] | current_state[3] | 620 | 4 |
| min | reset | current_state[1] | 300 | 2 |
| min in group clk0 | current_state[0] | current_state[0] | 540 | 1 |
| max in group asynchronous | reset | current_state[0] | 1030 | 2 |
| max | filled | current_state[3] | 460 | 5 |
## metrics by stage
step	std cells	utilization, %	worst slack [ps]	hold slack [ps]	power [mW]
CTS	109	19.4	452	305	1.11
detailed placement	105	18.6	194	532	0.952
global placement	105	18.6	252	519	0.946
finish	109	19.4	456	303	1.09
global route	109	19.4	421	314	1.20
floorplan	44	-	736	110	0.721
## power groups by stage
stage	logic [mW]	clock network [mW]	registers [mW]
after CTS	0.424	0.156	0.529
after global routing	0.473	0.174	0.550
final	0.413	0.148	0.527
Power figures rest on the tool's default switching activity, not on a simulated workload.
